===== /design/flow/design.v =====
module compare #(parameter N=4)
				(input [3:0] a,
				output reg result);
	assign result = (a > N);
endmodule
module counter(input en, clk, res,
			   output reg [3:0] q);
		always @(posedge clk)
			begin
				if (res) q <= 0;
				if (en)  q <= q + 1;
			end
endmodule
module TOP_IR_READER(
		input ir, IR_READER_CLK,
		output en, rdy,
		output reg [7:0] data);
		reg [3:0] ir_width_count;
		reg low_bit;
		reg high_bit;
		counter IR_WIDTH(
		.en(ir),
		.clk(IR_READER_CLK),
		.res(~ir),
		.q(ir_width_count) );
		compare #(.N(4)) LOW_BIT(
		.a(ir_width_count),
		.result(low_bit) );
		compare #(.N(9)) HIGH_BIT(
		.a(ir_width_count),
		.result(high_bit) );
		assign data[0] = low_bit & high_bit;
endmodule

===== /design/flow/run.sh =====
#!/bin/bash
# OpenROAD 26Q1-2900-gdf79404cd8, Yosys 0.63+post, stock flow scripts
make -C /OpenROAD-flow-scripts/flow DESIGN_CONFIG=/design/flow/config.mk WORK_HOME=/design/flow/orfs finish

===== /design/flow/config.mk =====
export PLATFORM = sky130hd
export DESIGN_NAME = TOP_IR_READER
export DESIGN_NICKNAME = TOP_IR_READER
export VERILOG_FILES = /design/flow/design.v
export SDC_FILE = /design/flow/constraint.sdc
export NUM_CORES = 4
export LEC_CHECK = 1
export CORE_AREA = 10 10 70 70
export DIE_AREA = 0 0 80 80

===== /design/flow/constraint.sdc =====
current_design TOP_IR_READER

set clk_period 1.6
set clk_io_pct 0.2

create_clock -name clk0 -period $clk_period [get_ports {IR_READER_CLK}]

set non_clock_inputs [all_inputs -no_clocks]
set_input_delay [expr $clk_period * $clk_io_pct] -clock clk0 $non_clock_inputs
set_output_delay [expr $clk_period * $clk_io_pct] -clock clk0 [all_outputs]

==> impl_metrics.ini <==
; synthesis and place-and-route metrics
[power_and_ir_drop]
finalPower_uw = 263.7
max-vdd-ir-drop_mv = 0.4080
static-leakage-power_nw = 0.1596
p_per_area_nw_per_um2 = 774.8

[floorplanning]
design.die.area_sq_um = 6400
fp_util_pct = 7.619
die_w_um = 80
design.portCount = 12
fp.dieH_um = 80
floorplan.core_area_sq_um = 3416
core.rowCount = 21

[final_timing]
final.setup_skew_ps = 4.409
timing.fmax_ghz = 0.6640
count_of_pins_over_their_slew_limit = 0
setup_repair_after_global_routing_missed_its_margin = no
final.setup.tns_ps = 0
fin_crit_ps = 1506
finalHoldViolCount = 0
worst_slack_ps = 94.02
min_period_over_period_pct = 94.12
finalSetupViolations = 0

[run_status]
outcome = finished, final reports clean

[detailed_routing]
post_drt_via_cell_ratio = 1.938
vias = 157
detailedRoute.firstPassIterationCount = 1
drt_iter0_markers = 0
route.detailed.drc = 0
ant_nets_after_route = 0
wl_per_cell_um = 5.309
antenna-diode-count = 0
postRouteWirelength_um = 430

[setup_path]
crit_path_end_kind = output pin
worstPathBufferInverterCount = 2
r2r_slack_ps = 560
critical_path_peak_fanout = 3
critPathTopFamily = flip-flops
critPathLaunch = IR_WIDTH.q[0]
timing.critical_path.required_ps = 1280
path_class = flop to output pin
worstPathArrival_ps = 1190
critPathLaunchType = flop
cp_slowest_cell = dfxtp_2
critical-path-max-stage-delay_ps = 330
crit_path_cell_trace = inv_1 > ha_1 > nor2_1 > o21a_1 > clkdlybuf4s15_1
rr_startpoint = IR_WIDTH.q[0]

[clock_network]
ctsRootBufferMaster = clkbuf_4
clock_sink_count = 4
tritoncts = done
worst_skew_pair.late_latency_ps = 230
tritoncts.num_buffers = 3
cts.hold.buffers_added = 0
cts_htree_levels = 1
cts.reportedPaths.clkPinSlew_ps = 40
max-clock-path-buffers = 2

[synth]
ys.flops = 4
ys_seq_share_pct = 30.77
yosysCellCount = 29
syn_area_per_cell_sq_um = 8.974
synthesis.area_sq_um = 260.3
netlist_instances = 29
synth.yosys.chip_area_sq_um = 260.2
yosysWarnings = 13
synth.lib_cells_used.distinct = 14

[place]
place_hpwl_um = 365.1
finalWeightedCongestion = 0.6792
placedCellCount = 78
port_buffers = 2
place_worst_setup_slack_ps = 0.8050

[layout]
largest_registers = IR_WIDTH.q: 4 flops
post_route_cells_drive_above_1_share_pct = 20.00
finalNonFillerCells = 81
regMostFlops = IR_WIDTH.q
regArea_sq_um = 82.58
finish.utilization_pct = 9.963
mostFrequentLayoutCells = conb_1 (9), ha_1 (3), clkbuf_4 (3)
layout_top_cell = conb_1
area.growth.synth_to_final_pct = 30.77
logic_area_sq_um = 135.1
largest_register_ff_count = 4
final.fill_count = 411

[grt]
vias_in_the_first_global_route = 167
overall_global_routing_usage_pct = 1.319
global_route_wire_length_before_repair_um = 669
antenna_found_initial = 0
grt_max_degree = 6
grt_overflow_total = 0

[min_path]
hold_path.startpoint = IR_WIDTH.q[3]
timing.hold.worst.class = flop to flop

[job]
maxCapViolations = 0
warnings = 27
report_power, final:
part	total [mW]	internal (mW)	switching, mW	leakage, nW
registers	0.112	0.108	0.00422	0.0334
logic	0.0302	0.0167	0.0135	0.112
clock network	0.122	0.0837	0.0379	0.0138
routing by layer:
| metal | routed length, um | track usage [%] |
|---|---|---|
| met2 | 157 | 1.766 |
| met4 | 0 | 0.1761 |
| met5 | 0 | 0 |
| met3 | 34 | 1.136 |
| met1 | 238 | 1.594 |
cells by family (layout without fill, tap and decap cells):
kind of cell             count (synthesis)  after routing  share of synthesized area, %
buffers and inverters                   11              9                         28.85
AND/OR/NAND/NOR                          7              7                         14.42
flip-flops                               4              4                         30.77
adder cells (fa/ha/maj)                  3              3                         14.42
other                                    1              9                         1.441
AND-OR/OR-AND                            1              1                         2.886
XOR/XNOR                                 1              1                         3.366
multiplexers                             1              1                         3.846
worst paths after layout:
check | endpoint | depth (start not counted)
max | data[0] | 5
min | IR_WIDTH.q[3] | 2
max reg2reg | IR_WIDTH.q[2] | 4
min reg2reg | IR_WIDTH.q[3] | 2
worst register-to-register path, stage by stage (launching register included):
cell	delay, ps
dfxtp_2	320
buf_4	140
ha_1	200
xor2_1	140
and2_1	150
through the flow:
stage / area, sq um / hold WS [ps]
finish: 340.3 / 488.1
global route: 340.3 / 519.1
CTS: 339.1 / 493.2
detailed placement: 315.3 / 486.0
global placement: 315.3 / 464.2
floorplan: 290.3 / 441.7
cell usage after synthesis, drive strengths merged:
cell type | n | area (sq um)
and2 | 2 | 12.51
buf | 9 | 67.56
conb | 1 | 3.750
dfxtp | 4 | 80.08
ha | 3 | 37.54
inv | 2 | 7.510
mux2i | 1 | 10.01
nand2 | 1 | 3.750
nand2b | 1 | 6.260
nand3 | 1 | 5.000
nor2 | 1 | 3.750
nor2b | 1 | 6.260
o21a | 1 | 7.510
xor2 | 1 | 8.760
cell type report:
| cell class | instances | share of cell area, % |
|---|---|---|
| clock buffer | 3 | 6.618 |
| inverter | 2 | 2.206 |
| multi-input combinational | 22 | 39.71 |
| sequential | 4 | 24.26 |
| timing repair buffer | 4 | 10.29 |
| tap | 46 | 16.91 |
timing repair:
action	CTS	global route
resized	3	1
endpoints found under the setup margin	1	1
setup buffers	0	0
pin swaps	2	2
Power figures rest on the tool's default switching activity, not on a simulated workload.
